--- ./config.mk ---
export PLATFORM = sky130hd
export DESIGN_NAME = brick_sort
export DESIGN_NICKNAME = brick_sort
export VERILOG_FILES = /design/flow/design.v
export SDC_FILE = /design/flow/constraint.sdc
export NUM_CORES = 4
export LEC_CHECK = 1
export CORE_UTILIZATION = 30
--- ./constraint.sdc ---
current_design brick_sort

set clk_period 11.6
set clk_io_pct 0.2

create_clock -name clk0 -period $clk_period [get_ports {clk}]

set non_clock_inputs [all_inputs -no_clocks]
set_input_delay [expr $clk_period * $clk_io_pct] -clock clk0 $non_clock_inputs
set_output_delay [expr $clk_period * $clk_io_pct] -clock clk0 [all_outputs]
--- ./design.v ---
module brick_sort
   (
    clk,
    rst,
    src_tvalid,
    src_tready,
    src_tdata_raw,
    dest_tvalid,
    dest_tready,
    dest_tdata_raw,
    );
   parameter NUM_ELEMS = 16;
   parameter DATA_WIDTH = 8;
   input   clk;
   input   rst;
   input   src_tvalid;
   output  src_tready;
   input [DATA_WIDTH*NUM_ELEMS-1:0] src_tdata_raw;
   output                 dest_tvalid;
   input                  dest_tready;
   output [DATA_WIDTH*NUM_ELEMS-1:0] dest_tdata_raw;
   wire [DATA_WIDTH-1:0]   src_tdata [NUM_ELEMS-1:0];
   wire [DATA_WIDTH-1:0]   dest_tdata [NUM_ELEMS-1:0];
   reg [DATA_WIDTH-1:0]    data_arr [NUM_ELEMS-1:0];
   localparam SM_INIT = 0;
   localparam SM_SORT = 1;
   localparam SM_EJECT = 2;
   reg 	[1:0]		   sm;
   reg 			   sort_even;
   reg [$clog2(NUM_ELEMS*2+1):0] cnter;
   genvar k;
   for(k = 0; k < NUM_ELEMS; k = k+1) begin
      assign dest_tdata_raw[(k+1)*DATA_WIDTH-1: k*DATA_WIDTH] = dest_tdata[k];
   end
   genvar j;
   for(j = 0; j < NUM_ELEMS; j = j+1) begin
      assign src_tdata[j] = src_tdata_raw[(j+1)*DATA_WIDTH-1: j*DATA_WIDTH];
   end
   genvar L;
   for(L = 0; L < NUM_ELEMS; L = L+1) begin
      assign dest_tdata[L] = data_arr[L];
   end
   assign dest_tvalid = (sm == SM_EJECT)?!rst:1'b0;
   assign src_tready = (sm == SM_INIT)?!rst:1'b0;
   initial begin
      sm <= SM_INIT;
      sort_even <= 1'b0;
      cnter <= 0;
   end
   integer i;
   always @(posedge clk) begin
      if (src_tvalid && src_tready) begin
	 for (i = 0; i < NUM_ELEMS; i = i + 1) begin
	   data_arr[i] <= src_tdata[i];
	 end
      end
      case (sm) 
	SM_INIT: sm <= (src_tvalid && src_tready)?SM_SORT:SM_INIT;
	SM_SORT: sm <= (cnter >= 2*NUM_ELEMS)?SM_EJECT : SM_SORT;
	SM_EJECT: sm <= (dest_valid && dest_tready)?SM_INIT:SM_EJECT;
      endcase
      case (sm)
	SM_INIT: sort_even <= 1'b0;
	SM_SORT: sort_even <= !sort_even;
	SM_EJECT: sort_even <= 1'b0;
      endcase
      case (sm)
	SM_INIT: cnter <= 0;
	SM_SORT: cnter <= cnter + 1;
	SM_EJECT: cnter <= 0;
      endcase
      if (sm == SM_SORT) begin
	 if (sort_even) begin
	    for(i = 0; i < NUM_ELEMS - 1; i = i + 2) begin
	       if (data_arr[i] > data_arr[i + 1]) begin
		  data_arr[i + 1] <= data_arr[i];
		  data_arr[i] <= data_arr[i + 1];
	       end
	    end
	 end else begin
	    for(i = 1; i < NUM_ELEMS - 1; i = i + 2) begin
	       if (data_arr[i] > data_arr[i + 1]) begin
		  data_arr[i + 1] <= data_arr[i];
		  data_arr[i] <= data_arr[i + 1];
	       end
	    end
	 end
      end
      if (rst) begin
	 sm <= SM_INIT;
	 sort_even <= 1'b0;
	 cnter <= 0;
      end
   end
endmodule
--- ./run.sh ---
#!/bin/bash
# OpenROAD 26Q1-2900-gdf79404cd8, Yosys 0.63+post, stock flow scripts
make -C /OpenROAD-flow-scripts/flow DESIGN_CONFIG=/design/flow/config.mk WORK_HOME=/design/flow/orfs finish
==> insert_results.sql <==
-- generated from flow reports
INSERT INTO impl_metrics (metric_group, metric, value, unit) VALUES
('worst_setup_path', 'critical_path_sink_type', 'output port', ''),
('worst_setup_path', 'rr_endpoint', 'data_arr[8][0]', ''),
('run', 'drv_cap', '0', ''),
('global_route', 'overflow', '0', ''),
('final_timing', 'timing.final.ws_setup', '5.78', 'ns'),
('power', 'vdd_drop_max', '123', 'uV'),
('outcome', 'status', 'complete, no violations', ''),
('min_path', 'hold_path_depth', '2', ''),
('yosys', 'async_reset_ff_share', '0', '%'),
('yosys', 'synthesis.yosys.warnings', '4', ''),
('clocking', 'holdBufCountCts', '0', ''),
('worst_setup_path', 'critical_path_arrival', '3.50', 'ns'),
('global_route', 'grt_start_max_net_pins', '73', ''),
('finish', 'post_route_cells_drive_above_1_share', '9.01', '%'),
('route', 'routed_via_density', '5.24', ''),
('final_timing', 'skew', '0.00978', 'ns'),
('worst_setup_path', 'path_cells', 'clkdlybuf4s50_1 -> nor2b_1 -> clkdlybuf4s50_1', ''),
('finish', 'stdcell_count', '2233', ''),
('clocking', 'cts_tree', 'done', ''),
('floorplanning', 'die_h', '199', 'um'),
('worst_setup_path', 'reg2reg_depth', '10', ''),
('clocking', 'source_to_sink_clock_delay_at_the_later_pin_of_the_worst_skew_pair', '0.43', 'ns'),
('min_path', 'timing.hold.worst.class', 'reg -> reg', ''),
('final_timing', 'final-setup-viol-count', '0', ''),
('worst_setup_path', 'worst_path_largest_cell_delay', '0.51', 'ns'),
('yosys', 'flop_cell', 'dfxtp_1', ''),
('clocking', 'path_clk_slew', '0.06', 'ns'),
('yosys', 'synth.ff_latch_count', '138', ''),
('floorplanning', 'core-area', '37900', 'um2'),
('route', 'routedWlPerCell', '17.9', 'um'),
('worst_setup_path', 'cp_max_fo', '7', ''),
('floorplanning', 'fp.dieArea', '39600', 'um2'),
('floorplanning', 'rows', '71', ''),
('route', 'antenna_left', '0', ''),
('clocking', 'cts-root-buf', 'clkbuf_16', ''),
('final_timing', 'report.final.hold_viol_count', '0', ''),
('clocking', 'htreeDepth', '4', ''),
('finish', 'area_growth_syn_to_layout', '30.8', '%'),
('worst_setup_path', 'cp_common_cell', 'clkdlybuf4s50_1', ''),
('power', 'power_density_over_the_cells', '260', 'nW/um2'),
('floorplanning', 'io_pins', '262', ''),
('min_path', 'min-delay-start', 'cnter[2]', ''),
('final_timing', 'fmaxAchievable', '172', 'MHz'),
('floorplanning', 'floorplan.core_util', '30.7', '%'),
('final_timing', 'maxSlewHeadroom', '38.1', '%'),
('global_route', 'global_route.usage.total', '20.0', '%'),
('clocking', 'cts.repair_timing.setup_buffer_count', '0', ''),
('yosys', 'netlist_instances', '1506', ''),
('final_timing', 'grt_setup_unrepaired', 'no', ''),
('final_timing', 'slew_viol_final', '0', ''),
('worst_setup_path', 'setup.reg_to_reg.worst_slack', '8.15', 'ns'),
('global_route', 'antenna_found_initial', '1', ''),
('clocking', 'cts_num_sinks', '138', ''),
('yosys', 'yosys_area', '11700', 'um2'),
('worst_setup_path', 'worst_path_dominant_cell_family', 'buffers and inverters', ''),
('finish', 'final_core_utilization', '40.2', '%'),
('yosys', 'yosys.cell_types.count', '56', ''),
('worst_setup_path', 'rr_startpoint', 'sm[0]', ''),
('route', 'dr.pass1.iters', '5', ''),
('final_timing', 'fin_hold_ws', '0.510', 'ns'),
('placed_design', 'placed_cells_incl_taps', '2201', ''),
('floorplanning', 'die-width', '199', 'um'),
('route', 'routed_wirelength', '40100', 'um'),
('placed_design', 'place.detailed.hpwl', '29900', 'um'),
('yosys', 'post_synth.cell_area_avg', '7.74', 'um2'),
('clocking', 'numCtsBuffers', '17', ''),
('worst_setup_path', 'setup.worst_path.class', 'in -> out', ''),
('worst_setup_path', 'worst_setup_path_start_kind', 'input pin', ''),
('route', 'routed-via-count', '11700', ''),
('placed_design', 'dpl_worst_slack', '5.78', 'ns'),
('global_route', 'grt_pass1_vias', '10900', '');
==> metrics by stage <==
stage                     power (uW)  area [um2]
after detailed placement        3370       14600
after floorplan                 2590       11700
after CTS                       3970       15200
after global placement          3320       14600
final                           3960       15200
after global routing            4290       15200
==> worst max-delay path by stage <==
| stage | start | end | depth (start not counted) |
|---|---|---|---|
| finish | rst | src_tready | 3 |
| CTS | rst | src_tready | 3 |
| global route | rst | src_tready | 3 |
==> metal layers <==
metal  vias to the layer above  wire length [um]  track usage (%)
li1                       5823                 -                -
met1                      5449             18500             29.4
met2                       388             18300             31.3
met3                        32              2610             3.58
met4                         0               587             3.39
met5                         -                 0                0
==> logic make-up (layout without fill, tap and decap cells) <==
| family | count (synthesis) | count (layout) | share of synthesized area (%) |
|---|---|---|---|
| compound gates | 378 | 378 | 22.3 |
| xor+xnor | 6 | 6 | 0.451 |
| fa+ha+maj | 126 | 126 | 13.5 |
| buf+inv | 234 | 448 | 8.11 |
| flops | 138 | 138 | 23.7 |
| mux | 170 | 170 | 15.3 |
| other cells | 0 | 2 | 0 |
| simple gates | 454 | 454 | 16.7 |
==> registers in the layout (all words and copies together), names as in the netlist <==
register,flops
data_arr,128
sort_even,1
sm,2
cnter,7
==> where the power goes <==
part / internal, uW / switching, uW / total (uW)
Clock: 358 / 219 / 577
Combinational: 1320 / 1170 / 2490
Sequential: 631 / 262 / 893
Total: 2310 / 1650 / 3960
==> cells in the mapped netlist (all sizes together), types with 3 or more instances <==
cell type / count / share of area, %
nor2: 197 / 6.4
nand2: 149 / 4.8
inv: 139 / 4.5
dfxtp: 138 / 24
a21oi: 128 / 5.6
ha: 126 / 14
mux2i: 105 / 9.0
mux2: 65 / 6.3
clkbuf: 58 / 1.9
o21ai: 51 / 2.3
a221oi: 39 / 2.9
buf: 37 / 1.8
a211oi: 28 / 1.8
nand3: 28 / 1.2
nand4: 26 / 1.4
o211ai: 21 / 1.4
o22ai: 20 / 1.3
o221a: 17 / 1.6
a32oi: 16 / 1.2
o32ai: 16 / 1.2
nor2b: 15 / 0.81
or2: 14 / 0.75
nor3: 9 / 0.39
a22oi: 8 / 0.52
a2bb2oi: 8 / 0.60
and2: 8 / 0.43
o31ai: 8 / 0.52
a21o: 7 / 0.45
and3: 5 / 0.27
xnor2: 3 / 0.23
xor2: 3 / 0.23
==> cell type report <==
type | instances | area (um2)
inverters | 139 | 522
repair buffers | 279 | 2750
diodes | 2 | 5.00
multi-input cells | 1134 | 7960
fillers | 3753 | 22700
clock buffers | 23 | 488
well taps | 511 | 639
clock inverters | 7 | 115
flip-flops and latches | 138 | 2770
==> layout by cell type (no fill, tap or decap), types with 3 or more instances in the layout <==
cell / netlist / routed
a211oi_1: 28 / 28
nor2_1: 196 / 196
buf_4: 1 / 19
clkbuf_8: 0 / 4
clkbuf_16: 0 / 17
o32ai_1: 16 / 16
o31ai_1: 8 / 8
a21oi_1: 126 / 126
ha_1: 126 / 125
clkdlybuf4s50_1: 0 / 260
xor2_1: 3 / 3
a22oi_1: 8 / 8
and3_1: 5 / 5
mux2_2: 65 / 65
mux2i_1: 105 / 105
inv_1: 139 / 137
a221oi_1: 39 / 39
nand2_1: 149 / 149
nand3_1: 27 / 27
o211ai_1: 21 / 21
nor2b_1: 15 / 15
xnor2_1: 3 / 3
a21o_1: 7 / 7
or2_2: 12 / 12
nor3_1: 9 / 9
o22ai_1: 16 / 16
o21ai_0: 48 / 48
and2_1: 8 / 8
bufinv_16: 0 / 3
nand4_1: 26 / 26
a2bb2oi_1: 8 / 8
a32oi_1: 16 / 16
dfxtp_1: 138 / 137
o221a_2: 15 / 15
o22ai_2: 4 / 4
==> worst register-to-register path, cell delays in order (launching register included) <==
cell      delay, ns
dfxtp_1        0.35
inv_1          0.13
ha_1           0.21
and3b_4        0.61
buf_4          0.54
buf_4          0.66
nand2_1        0.19
o21ai_0        0.19
nor2_1         0.07
mux2_2         0.27
a211oi_1       0.15
No activity file was given, so power comes from the tool's default toggle rates.
